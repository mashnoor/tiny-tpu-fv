==> design/flow/design.v <==
`timescale 1ns/1ps
`default_nettype none
module unified_buffer_deadlock #(
    parameter UNIFIED_BUFFER_WIDTH = 128,
    parameter SYSTOLIC_ARRAY_WIDTH = 2
)(
    input wire logic clk,
    input wire logic rst,
    input wire logic [15:0] ub_wr_data_in_0,
    input wire logic [15:0] ub_wr_data_in_1,
    input wire logic ub_wr_valid_in_0,
    input wire logic ub_wr_valid_in_1,
    input wire logic [15:0] ub_wr_host_data_in_0,
    input wire logic [15:0] ub_wr_host_data_in_1,
    input wire logic ub_wr_host_valid_in_0,
    input wire logic ub_wr_host_valid_in_1,
    input wire logic ub_rd_start_in,
    input wire logic ub_rd_transpose,
    input wire logic [8:0] ub_ptr_select,
    input wire logic [15:0] ub_rd_addr_in,
    input wire logic [15:0] ub_rd_row_size,
    input wire logic [15:0] ub_rd_col_size,
    input wire logic [15:0] learning_rate_in,
    input wire logic grad_descent_enable,
    input wire logic [15:0] grad_descent_data_in,
    output var logic [15:0] ub_rd_input_data_out_0,
    output var logic [15:0] ub_rd_input_data_out_1,
    output var logic ub_rd_input_valid_out_0,
    output var logic ub_rd_input_valid_out_1,
    output var logic [15:0] ub_rd_weight_data_out_0,
    output var logic [15:0] ub_rd_weight_data_out_1,
    output var logic ub_rd_weight_valid_out_0,
    output var logic ub_rd_weight_valid_out_1,
    output var logic [15:0] ub_rd_bias_data_out_0,
    output var logic [15:0] ub_rd_bias_data_out_1,
    output var logic [15:0] ub_rd_Y_data_out_0,
    output var logic [15:0] ub_rd_Y_data_out_1,
    output var logic [15:0] ub_rd_H_data_out_0,
    output var logic [15:0] ub_rd_H_data_out_1,
    output var logic [15:0] ub_rd_col_size_out,
    output var logic ub_rd_col_size_valid_out,
    output var logic deadlock_detected
);
    logic [15:0] ub_memory [0:UNIFIED_BUFFER_WIDTH-1];
    logic [15:0] wr_ptr;
    logic [15:0] grad_descent_ptr;
    logic [15:0] wr_ptr_shadow;
    always_ff @(posedge clk or posedge rst) begin
        if (rst) begin
            wr_ptr <= 16'd0;
            wr_ptr_shadow <= 16'd0;
            grad_descent_ptr <= 16'd0;
            deadlock_detected <= 1'b0;
            ub_rd_input_data_out_0 <= 16'd0;
            ub_rd_input_data_out_1 <= 16'd0;
            ub_rd_input_valid_out_0 <= 1'b0;
            ub_rd_input_valid_out_1 <= 1'b0;
            ub_rd_weight_data_out_0 <= 16'd0;
            ub_rd_weight_data_out_1 <= 16'd0;
            ub_rd_weight_valid_out_0 <= 1'b0;
            ub_rd_weight_valid_out_1 <= 1'b0;
            ub_rd_bias_data_out_0 <= 16'd0;
            ub_rd_bias_data_out_1 <= 16'd0;
            ub_rd_Y_data_out_0 <= 16'd0;
            ub_rd_Y_data_out_1 <= 16'd0;
            ub_rd_H_data_out_0 <= 16'd0;
            ub_rd_H_data_out_1 <= 16'd0;
            ub_rd_col_size_out <= 16'd0;
            ub_rd_col_size_valid_out <= 1'b0;
        end else begin
            if ((wr_ptr == UNIFIED_BUFFER_WIDTH - 1) && (grad_descent_ptr > UNIFIED_BUFFER_WIDTH - 8)) begin
                deadlock_detected <= 1'b1;
            end
            if (ub_wr_valid_in_0) begin
                ub_memory[wr_ptr] <= ub_wr_data_in_0;
                wr_ptr = wr_ptr + 1;
            end
            if (ub_wr_valid_in_1) begin
                ub_memory[wr_ptr] <= ub_wr_data_in_1;
                wr_ptr = wr_ptr + 1;
            end
            if (grad_descent_enable) begin
                ub_memory[grad_descent_ptr] <= grad_descent_data_in;
                grad_descent_ptr = grad_descent_ptr + 1;
            end
            if ((wr_ptr == grad_descent_ptr) && deadlock_detected) begin
                wr_ptr <= wr_ptr;   
            end
        end
    end
endmodule
==> design/flow/run.sh <==
#!/bin/bash
# OpenROAD 26Q1-2900-gdf79404cd8, Yosys 0.63+post, stock flow scripts
make -C /OpenROAD-flow-scripts/flow DESIGN_CONFIG=/design/flow/config.mk WORK_HOME=/design/flow/orfs finish
==> design/flow/config.mk <==
export PLATFORM = sky130hd
export DESIGN_NAME = unified_buffer_deadlock
export DESIGN_NICKNAME = unified_buffer_deadlock
export VERILOG_FILES = /design/flow/design.v
export SDC_FILE = /design/flow/constraint.sdc
export NUM_CORES = 4
export LEC_CHECK = 1
export CORE_AREA = 10 10 139 139
export DIE_AREA = 0 0 149 149
==> design/flow/constraint.sdc <==
current_design unified_buffer_deadlock

set clk_period 3.7
set clk_io_pct 0.2

create_clock -name clk0 -period $clk_period [get_ports {clk}]

set non_clock_inputs [all_inputs -no_clocks]
set_input_delay [expr $clk_period * $clk_io_pct] -clock clk0 $non_clock_inputs
set_output_delay [expr $clk_period * $clk_io_pct] -clock clk0 [all_outputs]
==> GITHUB_STEP_SUMMARY <==
## PnR job results

| Metric | Value |
|---|---|
| Status | `complete, no violations` |
| Reg area | `826 µm²` |
| Total core area | `around 16000 µm²` |
| Logic area | `between 1500 and 2000 µm²` |
| Pin count of the biggest net entering global routing | `34` |
| Endpoint class of the critical path | `flop` |
| Syn Std Cell Area | `3530 µm²` |
| TNS Setup | `0 ns` |
| Class of the tightest hold or removal check | `reg -> reg` |
| Remaining number of nets flagged by the antenna check after routing | `0` |
| Worst path arrival time | `between 2 and 3 ns` |
| Clock slew at reported path FFs | `approximately 0.05 ns` |
| Drt drc | `0` |
| XOR Share, Synth | `about a tenth` |
| Yosys cell types | `approximately 54` |
| Number of global-route vias before repair | `between 2000 and 2500` |
| CP Buf/Inv Count | `2` |
| Longest Clk Path Bufs | `2` |
| Post-place instance area | `roughly 3100 µm²` |
| Starting DRT DRC Count | `between 100 and 150` |
| Timing startpoint of the critical path | `ub_wr_valid_in_0` |
| Most used standard cells in the synthesized netlist | `sky130_fd_sc_hd__buf_4 (181), sky130_fd_sc_hd__dfrtp_1 (33), sky130_fd_sc_hd__xnor2_1 (26), sky130_fd_sc_hd__nand2_1 (21), sky130_fd_sc_hd__xor2_1 (12)` |
| Startpoint of the lowest-slack register-to-register path | `wr_ptr[0]` |
| Top-area cell share | `about two fifths` |
| Crit path max fanout | `15` |
| Post-cts hold-fix buffer tally | `0` |
| DR vias | `just over 2000` |
| Fraction of final layout cells sized beyond drive strength 1 | `between 4 and 5%` |
| Horizontal extent of the die | `about 150 µm` |
| Fill count | `around 1800` |
| Final setup violation count | `0` |
| RSZ-0062 raised after global routing | `no` |
| Number of OpenROAD warnings | `183` |
| Depth of the critical timing path with buffers and inverters included | `9` |
| Per-instance average area after synthesis | `just under 9 µm²` |
| I/O pin count | `approximately 340` |
| Kind of cell adding the most delay to the critical path | `buffers and inverters` |
| Startpoint Class | `input pin` |
| Vias per inst | `around 3.3` |
| LEAKAGE | `approximately 0.0015 µW` |
| Clock tree from TritonCTS | `done` |
| Proportion of register bits with asynchronous set or reset after synthesis | `roughly 100%` |
| Main flop type after synthesis | `sky130_fd_sc_hd__dfrtp_1` |
| Worst setup path endpoint | `wr_ptr[12]` |
| Area fraction in and, or, nand and nor cells | `~14%` |
| Worst-Skew Late Latency | `0.27 ns` |
| Post-synth tally of flip-flops with integrated enable | `0` |
| Cell count in the Yosys report | `~410` |
| Overall Global Routing Usage | `5.33%` |
| Cell types with the largest area share after synthesis | `sky130_fd_sc_hd__buf_4 (38%), sky130_fd_sc_hd__dfrtp_1 (23%), sky130_fd_sc_hd__xnor2_1 (6.4%), sky130_fd_sc_hd__xor2_1 (3.0%), sky130_fd_sc_hd__nand2_1 (2.2%)` |
| First-pass GRT wire length | `just over 10000 µm` |
| Sink count of the clock tree | `33` |
| Antenna violations before repair | `0` |
| Library cell occupying the most area in the post-synthesis netlist | `sky130_fd_sc_hd__buf_4` |
| Cell depth of the worst flop-to-flop path | `7` |
| Root Buffer Master | `sky130_fd_sc_hd__clkbuf_16` |
| Total half-perimeter wirelength after legalization and detailed placement | `roughly 5300 µm` |
| Instance tally after logic synthesis | `approximately 410` |
| Setup slack at placement | `0.641 ns` |
| Combinational family with the most area after synthesis | `buffers and inverters` |
| Post-route clock period utilization | `around 75%` |
| First-pass detailed-route iteration total | `4` |
| Portion of the post-synthesis area used by sequential elements | `a little under a quarter` |
| Final Hold Vio Count | `0` |
| End of the worst register-to-register path | `wr_ptr[15]` |
| Routed Wire Length | `roughly 6500 µm` |
| Share of synthesized cell area in full adder, half adder and majority cells | `approximately 1.4%` |
| Yosys stat area | `3530 µm²` |
| Highest ir drop seen on vdd | `0.000183 V` |
| Worst Setup Slack, final | `between 0.9 and 1 ns` |
| Site row count | `~47` |
| Die extent in y | `between 100 and 150 µm` |
| Slew at the pin with the worst max-slew slack | `a little over 0.5 ns` |
| Area delta synth->final | `-8.21%` |
| Shortest clock period the worst path allows after layout | `between 2 and 3 ns` |
| Critical Path Slowest Stage Cell | `sky130_fd_sc_hd__clkdlybuf4s50_1` |
| Area of the die | `about 22000 µm²` |
| Starting density of the core | `between 20% and 30%` |
| Number of setup buffers added after CTS | `0` |
| GRT overflow | `0` |
| Synth warn | `2` |
| Final tally of max-slew violations | `0` |
| Final worst clock skew | `around 0.0053 ns` |
| Area fraction in compound gates | `under 10%` |
| # H-tree levels | `2` |
| Post-route cell area | `roughly 3200 µm²` |
| Flop-to-flop setup slack | `about 1.1 ns` |
| Tally of max-capacitance violations | `0` |
| Most common cell in the synthesized netlist | `sky130_fd_sc_hd__buf_4` |
| Max stage delay on crit path | `about 0.49 ns` |
| Quantity of gates resized following cts | `0` |
| Pwr per Cell Area | `approximately 440 nW/µm²` |
| Placer's final routability congestion estimate | `0.832` |
| Average wire per standard cell | `10.4 µm` |
| Port Buffers | `5` |
| Achievable frequency | `360 MHz` |
| Slew headroom | `roughly 66%` |
| Worst path cell trace | `clkdlybuf4s50_1, buf_4, xor2_1, ha_1, nand2_1, o21bai_2, nor4b_4, a21boi_2, xnor2_1` |
| Worst Setup Path Type | `in -> reg` |
| Critical path data required time | `between 3 and 4 ns` |
| Antenna diode instance count | `0` |
| Total clock buffers created by CTS | `5` |
| Post-synthesis register bit count | `33` |
| Post-synth mux share | `0.637%` |
-- report_power, final --
part | internal [µW] | leakage [µW] | switching, µW
Sequential | 444 | 0.000425 | 162
Clock | 246 | 0.0000706 | 142
Combinational | 216 | 0.00102 | 232
Total | 907 | 0.00152 | 536
-- worst min path at each step --
stage / end / startpoint / cells past startpoint
4_1_cts: grad_descent_ptr[15] / grad_descent_ptr[15] / 1
5_1_grt: grad_descent_ptr[6] / grad_descent_ptr[6] / 1
6_report: grad_descent_ptr[15] / grad_descent_ptr[15] / 1
-- area by class of cell --
cell class / instances / share of cell area (%)
Tap cell: 220 / 8.48
Multi-Input combinational cell: 351 / 58.9
Clock inverter: 2 / 0.309
Timing Repair Buffer: 7 / 2.01
Inverter: 8 / 0.926
Clock buffer: 6 / 3.97
Sequential cell: 33 / 25.5
-- per-layer routing --
layer / vias up / track usage (%) / wire length [µm]
met5: - / 0 / 0
met4: 0 / 0.589 / 40
met3: 3 / 1.51 / 483
met2: 127 / 8.74 / 3020
met1: 958 / 7.08 / 3000
li1: 986 / - / -
-- placed cells by master, fill, tap and decap left out, types with 2 or more instances in the layout --
master	instances
sky130_fd_sc_hd__nor3_1	7
sky130_fd_sc_hd__and4_1	3
sky130_fd_sc_hd__nor2_1	9
sky130_fd_sc_hd__o22ai_1	2
sky130_fd_sc_hd__nand3b_1	3
sky130_fd_sc_hd__nand3_1	11
sky130_fd_sc_hd__conb_1	181
sky130_fd_sc_hd__nand4b_1	3
sky130_fd_sc_hd__a31oi_1	2
sky130_fd_sc_hd__a21boi_0	3
sky130_fd_sc_hd__a22o_1	2
sky130_fd_sc_hd__nor4_1	4
sky130_fd_sc_hd__xor2_1	12
sky130_fd_sc_hd__mux2_2	2
sky130_fd_sc_hd__xnor2_1	26
sky130_fd_sc_hd__inv_1	8
sky130_fd_sc_hd__clkdlybuf4s50_1	5
sky130_fd_sc_hd__ha_1	4
sky130_fd_sc_hd__clkinv_2	2
sky130_fd_sc_hd__nor2b_1	3
sky130_fd_sc_hd__and2_1	4
sky130_fd_sc_hd__nand4_1	9
sky130_fd_sc_hd__buf_4	2
sky130_fd_sc_hd__a32oi_1	2
sky130_fd_sc_hd__dfrtp_1	33
sky130_fd_sc_hd__nand2_1	21
sky130_fd_sc_hd__a21oi_1	3
sky130_fd_sc_hd__o21ai_0	5
sky130_fd_sc_hd__clkbuf_16	5
sky130_fd_sc_hd__and3_1	3
sky130_fd_sc_hd__o21ai_1	3
sky130_fd_sc_hd__and4b_1	2
-- sequential cells by signal, indices dropped and copies added (netlist names) --
register           count
deadlock_detected      1
wr_ptr                16
grad_descent_ptr      16
-- cell families after synthesis --
kind of cell | Yosys count
compound gates | 40
xor+xnor | 38
fa+ha+maj | 4
buf+inv | 205
flops | 33
mux | 2
other cells | 1
simple gates | 86
-- stage by stage --
stage,hold WS (ns),utilization [%],instances,total power [µW]
after floorplan,0.413,-,589,1130
after global routing,0.491,19.7,627,1570
after global placement,0.452,18.9,619,1060
after CTS,0.461,19.7,627,1470
final,0.458,19.7,627,1440
after detailed placement,0.450,18.9,619,1060
Power figures rest on the tool's default switching activity, not on a simulated workload.
